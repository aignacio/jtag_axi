$ cat design.v
module jtag_axi_timeout
#(
  parameter int TIMEOUT_CLK_CYCLES = 4096
)(
  input         clk,
  input         ares,
  input         valid,
  input         ready,
  output  logic timeout
);
  typedef logic [$clog2(TIMEOUT_CLK_CYCLES)-1:0] to_t;
  to_t cnt_ff, next_cnt;
  always_comb begin
    next_cnt = cnt_ff;
    if (valid & ~ready && (cnt_ff < to_t'(TIMEOUT_CLK_CYCLES-1))) begin
      next_cnt = cnt_ff + 'd1;
    end
    else if (valid & ready) begin
      next_cnt = 'd0;
    end
    timeout = 1'b0;
    if (cnt_ff == to_t'(TIMEOUT_CLK_CYCLES-1)) begin
      timeout = 1'b1;
    end
  end
  always_ff @ (posedge clk or posedge ares) begin
    if (ares) begin
      cnt_ff <= '0;
    end
    else begin
      cnt_ff <= next_cnt;
    end
  end
endmodule
$ cat run.sh
#!/bin/bash
# OpenROAD 26Q1-2900-gdf79404cd8, Yosys 0.63+post, stock flow scripts
make -C /OpenROAD-flow-scripts/flow DESIGN_CONFIG=/design/flow/config.mk WORK_HOME=/design/flow/orfs finish
$ cat config.mk
export PLATFORM = sky130hd
export DESIGN_NAME = jtag_axi_timeout
export DESIGN_NICKNAME = jtag_axi_timeout
export VERILOG_FILES = /design/flow/design.v
export SDC_FILE = /design/flow/constraint.sdc
export NUM_CORES = 4
export LEC_CHECK = 1
export CORE_AREA = 10 10 79 79
export DIE_AREA = 0 0 89 89
$ cat constraint.sdc
current_design jtag_axi_timeout

set clk_period 4.4
set clk_io_pct 0.2

create_clock -name clk0 -period $clk_period [get_ports {clk}]

set non_clock_inputs [all_inputs -no_clocks]
set_input_delay [expr $clk_period * $clk_io_pct] -clock clk0 $non_clock_inputs
set_output_delay [expr $clk_period * $clk_io_pct] -clock clk0 [all_outputs]
==> results.txt <==
From the run reports.

- The total via count in the routed design reads a little over 600.
- The pin count of the biggest net entering global routing reads 13.
- On the worst setup and hold paths after CTS, the clock-pin slew comes to 0.05 ns.
- The wire length of the first global-routing pass reads approximately 2.8 mm.
- The relative area change from synthesis to final layout is 18.9%.
- The number of failing setup endpoints in the final timing report reads 0.
- The largest fanout of any net on the critical path is 7.
- The clock insertion delay at the later pin of the skew report reads between 0.2 and 0.25 ns.
- The most common logic cells in the final layout are sky130_fd_sc_hd__dfrtp_1, sky130_fd_sc_hd__o21ai_0, sky130_fd_sc_hd__inv_1.
- The commonest non-fill, non-tap cell in the layout is sky130_fd_sc_hd__dfrtp_1.
- In this run the tools logged warnings totalling 25.
- Setup repair after global routing left no endpoint under its margin.
- The number of maximum-capacitance constraint violations is 0.
- The ratio of cells with drive above 1 in the final layout is 13.6%.
- The internal power summed over all cells is 205 µW.
- The filler cell count reads between 400 and 500.
- The maximum buffer depth of the clock tree reads 2.
- Per the detailed-route log, wirelength across all metal layers totals roughly 1.5 mm.
- Summed over all layers, the global routing overflow is 0.
- The finished layout holds about 140 standard cells, fillers aside.
- The x dimension of the die is just under 90 µm.
- For this run, the chip area from Yosys synthesis comes to ~740 µm².
- Summed over all nets, the half-perimeter wirelength after detailed placement is about 1.1 mm.
- TritonCTS built the clock tree.
- For this block, the initial DRC count from the detailed router was a little under 70.
- The critical path class reads flip-flop to output pin.
- The maximum resistive drop on vdd reads 0.000109 V.
- The tally of yosys warning messages is 1.
- The average instance area after synthesis is about 10 µm².
- Per the breakdown, switching nets consume between 20 and 25% of all power.
- The effective utilization at floorplan is 15.9%.
- The number of buffers inserted by hold repair at cts is 0.
- From bottom edge to top edge, the die measures roughly 90 µm.
- The leakage dissipation reads 0.348 nW.
- The required time at the endpoint of the critical path is between 3 and 4 ns.
- The number of remaining DRC errors reads 0.
- The total global routing track utilization is about 4.4%.
- The class of the worst hold path reads flip-flop to flip-flop.
- Counting tap cells, the placed design contains a total of 131 instances.
- The switching power reads ~57 µW.
- The minimum clock period after layout reads approximately 2.9 ns.
- The number of CTS-inserted buffers reads 3.
- The initial antenna violation count is 0.
- The sequential share of power reads between 40% and 50%.
- The transition time at the pin with the least slew margin is about 0.45 ns.
- Synthesis inferred 12 register bits.
- The number of clock sinks is 12.
- Combinational logic burns 8.8% of the power.
- The largest registers in the layout are cnt_ff (12).
- The final clock skew is roughly 0.0060 ns.
- The sort of element at the end of the critical path reads an output pin.
- The tree is rooted in a sky130_fd_sc_hd__clkbuf_8.
- The placement row count is 25.
- The placeable core region is ~4700 µm².
- The arrival time of data at the worst endpoint is listed as ~2.0 ns.
- The headroom to the max-slew limit reads 70.0%.
- The number of flip-flops under the largest register name is 12.
- The area of the mapped netlist reads approximately 740 µm².
- The post-detailed-route via-to-cell ratio is between 4 and 5.
- The final routed wire length divided by cell count reads 11.1 µm.
- The post-route fraction of the period consumed by the critical path reads 65.1%.
- The number of endpoints with negative hold slack in the final report reads 0.
- The global placement routability congestion reads ~0.84.
- The top register by number of flip-flops is cnt_ff.
- The post-cts sizing count is 0.
- The run finished with clean final reports.
- The part of the total power dissipated in the clock network reads 44.7%.
- For this design the ratio of total power to cell area is between 200 and 300 nW/µm².
- The gate count of the mapped netlist reads 75.
- In the final timing run, aggregate negative setup slack is 0 ns.
- Per the final report, max-transition violations number 0.
- The count of pins on the block boundary reads 5.
- The kind of start point of the critical path reads a flip-flop.
- Port buffering added 4 buffers.
- The total antenna diodes in the routed design is 0.
- The overall die area is between 7000 and 8000 µm².
- The tally of nets with antenna violations remaining after routing reads 0.
- The sequential fraction of the synthesis area reads approximately 41%.
- On the final layout, the worst hold slack is 0.566 ns.
- The first-pass iteration count of the detailed router is 4.
- After synthesis, the netlist uses 35 different library cells.
- The via count of the first global-routing pass was between 600 and 700.
- After synthesis, the design contains roughly 75 cells according to Yosys.
- Per the CTS log, the maximum H-tree level is 1.
- The post-CTS setup buffer count is 0.
- The upper clock frequency limit reads 0.349 GHz.
-- cells by family after synthesis --
logic type / Yosys count / share of synthesized area, %
AOI/OAI and AO/OA: 28 / 28.7
xor gates and xnor gates: 1 / 1.18
adders and majority gates: 1 / 1.69
buffers and inverters: 9 / 6.59
DFF: 12 / 40.5
muxes: 1 / 1.52
and+or+nand+nor: 23 / 19.8
-- routing by layer --
layer	up-vias	share of wire (%)	GRT usage [%]	wire length [µm]
met3	2	5.1	2.02	77
li1	301	-	-	-
met1	290	50	5.73	746
met4	0	0.93	0.434	14
met2	12	44	6.65	663
met5	-	0	0	0
-- final timing paths --
kind                            startpoint          to  slack (ns)  depth (start not counted)
worst min register to register   cnt_ff[1]   cnt_ff[1]        0.57                          1
worst min-delay path             cnt_ff[1]   cnt_ff[1]        0.57                          1
min in group asynchronous             ares  cnt_ff[10]        0.94                          2
worst max register to register   cnt_ff[0]   cnt_ff[6]        2.65                          4
worst max-delay path             cnt_ff[0]     timeout        1.54                          5
max in group asynchronous             ares   cnt_ff[0]        3.14                          2
-- cells in the mapped netlist --
| cell type | instances | share of area [%] |
|---|---|---|
| sky130_fd_sc_hd__dfrtp_1 | 12 | 41 |
| sky130_fd_sc_hd__o21ai_0 | 10 | 6.8 |
| sky130_fd_sc_hd__inv_1 | 7 | 3.5 |
| sky130_fd_sc_hd__nand3_1 | 4 | 2.7 |
| sky130_fd_sc_hd__a22o_1 | 3 | 3.5 |
| sky130_fd_sc_hd__nor4_1 | 3 | 2.5 |
| sky130_fd_sc_hd__a21oi_1 | 2 | 1.4 |
| sky130_fd_sc_hd__and3_1 | 2 | 1.7 |
| sky130_fd_sc_hd__buf_6 | 2 | 3.0 |
| sky130_fd_sc_hd__nand4_1 | 2 | 1.7 |
| sky130_fd_sc_hd__nor2_1 | 2 | 1.0 |
| sky130_fd_sc_hd__nor3_1 | 2 | 1.4 |
| sky130_fd_sc_hd__o31a_1 | 2 | 2.4 |
| sky130_fd_sc_hd__a211o_1 | 1 | 1.2 |
| sky130_fd_sc_hd__a21boi_1 | 1 | 1.0 |
| sky130_fd_sc_hd__a21o_1 | 1 | 1.0 |
| sky130_fd_sc_hd__a221o_1 | 1 | 1.4 |
| sky130_fd_sc_hd__a311oi_1 | 1 | 1.2 |
| sky130_fd_sc_hd__a31o_2 | 1 | 1.2 |
| sky130_fd_sc_hd__a31oi_1 | 1 | 0.85 |
| sky130_fd_sc_hd__a41oi_4 | 1 | 3.7 |
| sky130_fd_sc_hd__and2_1 | 1 | 0.85 |
| sky130_fd_sc_hd__and4_1 | 1 | 1.2 |
| sky130_fd_sc_hd__and4_4 | 1 | 1.5 |
| sky130_fd_sc_hd__ha_1 | 1 | 1.7 |
| sky130_fd_sc_hd__mux2_2 | 1 | 1.5 |
| sky130_fd_sc_hd__nand2_1 | 1 | 0.51 |
| sky130_fd_sc_hd__nand2b_1 | 1 | 0.85 |
| sky130_fd_sc_hd__nand3_2 | 1 | 1.4 |
| sky130_fd_sc_hd__nand4_2 | 1 | 1.7 |
| sky130_fd_sc_hd__o211ai_1 | 1 | 1.0 |
| sky130_fd_sc_hd__o21a_1 | 1 | 1.0 |
| sky130_fd_sc_hd__o21ai_2 | 1 | 1.2 |
| sky130_fd_sc_hd__or3_1 | 1 | 0.85 |
| sky130_fd_sc_hd__xnor2_1 | 1 | 1.2 |
-- power groups by stage --
stage | sequential, mW | clock, mW | combinational [mW]
after CTS | 0.122 | 0.121 | 0.0237
after global routing | 0.123 | 0.128 | 0.0263
final | 0.122 | 0.117 | 0.0232
-- critical path, stage by stage (launching register included) --
cell and delay (ns):
sky130_fd_sc_hd__dfrtp_1 0.39, sky130_fd_sc_hd__ha_1 0.23, sky130_fd_sc_hd__and3_1 0.36, sky130_fd_sc_hd__nand4_2 0.21
sky130_fd_sc_hd__inv_1 0.09, sky130_fd_sc_hd__clkdlybuf4s50_1 0.47
-- final cells by class --
class                   instances  area [µm²]  area share [%]
clock buffers                   4        55.1            6.25
flip-flops and latches         12         300            34.1
inverters                       7        26.3            2.98
repair buffers                  4        40.0            4.55
multi-input cells              54         392            44.5
well taps                      54        67.6            7.67
-- through the flow --
stage | utilization, % | cell area, µm² | total power, mW | setup WS [ns]
CTS | 18.9 | 881 | 0.267 | 1.53
global placement | 17.7 | 826 | 0.146 | 1.85
floorplan | - | 741 | 0.139 | 2.45
detailed placement | 17.7 | 826 | 0.147 | 1.79
finish | 18.9 | 881 | 0.263 | 1.54
global route | 18.9 | 881 | 0.278 | 1.37
Power figures rest on the tool's default switching activity, not on a simulated workload.
